<file path="./config.mk">
export PLATFORM = sky130hd
export DESIGN_NAME = loproc_regbank
export DESIGN_NICKNAME = loproc_regbank
export VERILOG_FILES = /design/flow/design.v
export SDC_FILE = /design/flow/constraint.sdc
export NUM_CORES = 4
export LEC_CHECK = 1
export CORE_UTILIZATION = 50
</file>
<file path="./constraint.sdc">
current_design loproc_regbank

set clk_period 3.2
set clk_io_pct 0.2

create_clock -name clk0 -period $clk_period [get_ports {clk}]

set non_clock_inputs [all_inputs -no_clocks]
set_input_delay [expr $clk_period * $clk_io_pct] -clock clk0 $non_clock_inputs
set_output_delay [expr $clk_period * $clk_io_pct] -clock clk0 [all_outputs]
</file>
<file path="./design.v">
`timescale 1ns / 1ps
`timescale 1ns / 1ps
module loproc_regbank(
	input 						clk, rst,
	input 						read_en, write_en,
	input 		[5-1:0]				addr_src1, addr_src2, addr_dst,
	input 		[32-1:0]		dst,
	output reg 	[32-1:0]		src1, src2
);
	reg [32-1:0] reg_b[32-1:0];
	always @ (posedge clk or posedge rst) begin
		if (rst) begin
			src1 <= 32'h0;
			src2 <= 32'h0;
		end
		else begin
			if(read_en) begin
				src1 <=	reg_b[addr_src1];
				src2 <= reg_b[addr_src2];
			end
			else begin
				src1 <= 32'h0;
				src2 <= 32'h0;
			end
		end
	end
always @ (negedge clk) begin
	if (~rst & write_en) begin
		reg_b[addr_dst] <= dst;
	end
end
endmodule
</file>
<file path="./run.sh">
#!/bin/bash
# OpenROAD 26Q1-2900-gdf79404cd8, Yosys 0.63+post, stock flow scripts
make -C /OpenROAD-flow-scripts/flow DESIGN_CONFIG=/design/flow/config.mk WORK_HOME=/design/flow/orfs finish
</file>
==> results.ini <==
[outcome]
status = finished with violations
violations = negative setup slack

[grt]
antenna_found_initial = 4
grt_pass1_vias = 36401
track_usage_pct = 37.5
top_usage_layer = met2
use_met1_pct = 46.9
grt_pass1_wl_um = 232000
met3_usage_pct = 26.8
grt_max_degree = 44
use_met2_pct = 50.6
grt_overflow = 0

[critical_path]
critical_path.max_fanout = 2
cp-start-kind = flop
crit_type = flop to flop
worstSetupEndpointType = flop
cp.arrival_ns = 4.00
r2r_cells = 5
crit_required_ns = 3.72

[yosys]
synthesis.area_um2 = 49000
yosysWarnings = 1
ys_sh_xor_pct = 0
synth_flops = 1088
synth_cells = 2408
simple_gate_share_pct = 1.04
ys_async_sr_fraction_pct = 5.88
avgSynthCellArea_um2 = 20.4
topCombFamilyByArea = multiplexers
synth.distinct_cells = 32
yosysCellCount = 2408
synthAdderAreaFrac_pct = 0
muxShareOfSynthArea_pct = 26.1
ys.flop_type = edfxtp_1
ys_seq_share_pct = 66.0
yosys_area_um2 = 49000
edf_count = 1024
yosys.area_share.aoi_pct = 4.52

[clocking]
cts_hold_buf = 0
cts_tree = yes
numCtsBuffers = 120
clock-sinks = 1088
cts_root_buffer = clkbuf_16
clk_pin_slew_worst_paths_ns = 0.07
htreeDepth = 3
clock_latency_ns = 0.71
cts_buffer_depth = 3

[finish]
finalInstanceArea_um2 = 66200
post-route-util_pct = 68.3
fillers = 5904
area_delta_synth_final_pct = 35.0
drive_gt1_share_pct = 34.3

[power_and_ir_drop]
vdd_drop_max_mv = 0.570
power_leakage_nw = 25.9
power_density_nw_per_um2 = 583

[timing]
hold_viol_final = 0
slew-limit-headroom_pct = 34.0
tightest_slew_ns = 0.990
finClkSkew_ns = 0.0255
setup_tns_ns = -13.87
worst_slack_ns = -0.279
finalSetupViolCount = 190
slew_viol_final = 0
rsz0062_at_grt = true

[drt]
drt_pass1_iterations = 24
routed_wl_um = 162000
via_per_inst = 6.11
wl_per_cell_um = 30.9
via_count = 31987
final_antenna_net_count = 0
drtIter0Drc = 2029
drc = 0

[floorplanning]
core_area_um2 = 96900
fp_util_pct = 50.6
boundaryPins = 115
die_h_um = 315
die_x_um = 315
rows = 114
chipArea_um2 = 99300

[place]
dp_worst_setup_slack_ns = -1.05
io_buffers = 114
place_hpwl_um = 99800
gp_congestion = 0.979
place_area_um2 = 55100

[run]
cap_violations = 0
openroad.warnings = 1030

[worst_hold_path]
hold_class = input pin to async pin

worst paths after layout:
kind                                    startpoint  slack (ns)            endpoint
max                         reg_b[7][26]$_DFFE_NP_       -0.28  src1[26]$_DFF_PP0_
min                                            rst        0.29  src1[30]$_DFF_PP0_
max reg2reg                 reg_b[7][26]$_DFFE_NP_       -0.28  src1[26]$_DFF_PP0_
min reg2reg                reg_b[29][19]$_DFFE_NP_        2.43  src1[19]$_DFF_PP0_
max in group asynchronous                      rst        1.92  src2[12]$_DFF_PP0_
min in group clk0                          read_en        0.42   src1[7]$_DFF_PP0_
cell families (layout without fill, tap and decap cells):
family,Yosys count,in the layout
flip-flops,1088,1088
multiplexers,704,704
AND-OR/OR-AND,292,292
buffers and inverters,205,1755
AND/OR/NAND/NOR,119,119
other,0,2
registers in the layout, indices dropped and copies added (netlist names):
signal,count
reg_b,1024
src1,32
src2,32
area by class of cell:
| type | instances | area, µm² | share of cell area, % |
|---|---|---|---|
| flip-flops and latches | 1088 | 32400 | 48.9 |
| multi-input cells | 1115 | 17700 | 26.8 |
| repair buffers | 507 | 6480 | 9.80 |
| clock inverters | 1115 | 4830 | 7.30 |
| clock buffers | 130 | 3140 | 4.74 |
| well taps | 1276 | 1600 | 2.41 |
| inverters | 3 | 20.0 | 0.0303 |
| diodes | 2 | 5.00 | 0.00757 |
worst max-delay path: stages, from the launching register on:
cell and delay (ns):
edfxtp_1 0.39, mux4_2 0.49, mux2_4 0.31, o221ai_4 0.30, buf_6 0.16, a31oi_4 0.04
synth_stat cells, types with 4 or more instances:
library cell / n / area [µm²]
nand2_1: 58 / 218
a221oi_1: 36 / 315
buf_4: 32 / 240
o21ai_0: 21 / 105
buf_6: 7 / 78.8
o2111ai_1: 28 / 245
a22oi_1: 64 / 480
mux2_2: 128 / 1440
mux2i_1: 128 / 1280
edfxtp_1: 1024 / 30700
o221ai_2: 5 / 75.1
o21ai_1: 15 / 75.1
mux4_2: 448 / 10100
nor2_1: 40 / 150
inv_1: 4 / 15.0
a31oi_1: 64 / 400
dfrtp_1: 64 / 1600
clkbuf_1: 76 / 285
buf_12: 5 / 100
buf_2: 78 / 390
o221ai_1: 59 / 517
report_power, final:
group / internal [mW] / switching, mW / leakage [nW]
Clock: 10.3 / 8.92 / 7.50
Combinational: 1.54 / 1.89 / 8.36
Sequential: 15.9 / 0.0679 / 10.0
Total: 27.7 / 10.9 / 25.9
metal layers:
| layer | wire length [µm] | share of wire, % |
|---|---|---|
| met5 | 90 | 0.056 |
| met2 | 76300 | 47 |
| met4 | 8770 | 5.4 |
| met1 | 51600 | 32 |
| met3 | 25200 | 16 |
placed cells by master (no fill, tap or decap), types with 21 or more instances in the layout:
cell,synthesis,final
buf_6,7,44
o2111ai_1,28,21
edfxtp_1,1024,1024
mux2i_1,128,128
o221ai_4,0,47
dfrtp_1,64,64
buf_12,5,142
inv_1,4,1045
a31oi_4,0,35
clkdlybuf4s50_1,0,96
mux2_4,0,80
mux4_2,448,448
nor2_4,0,35
mux2_2,128,48
clkbuf_16,0,131
clkinvlp_2,0,23
buf_4,32,186
a221oi_1,36,36
nand2_1,58,57
a22oi_1,64,56
repair_timing:
| item | 4_1_cts | 5_1_grt |
|---|---|---|
| endpoints found under the setup margin | 1086 | 279 |
| pin swaps | 46 | 38 |
| setup buffers | 47 | 12 |
| gates resized | 310 | 76 |
| cloned | 17 | 8 |
stage by stage:
step / total power, mW / hold slack (ns) / instances
5_1_grt: 40.7 / 0.313 / 5235
3_3_place_gp: 21.0 / 1.14 / 3935
3_5_place_dp: 21.0 / 1.13 / 3935
4_1_cts: 38.9 / 0.164 / 5221
2_1_floorplan: 19.4 / 0.776 / 2408
6_report: 38.6 / 0.286 / 5236
Power figures rest on the tool's default switching activity, not on a simulated workload.
