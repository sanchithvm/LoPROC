--- /design/flow/run.sh ---
#!/bin/bash
# OpenROAD 26Q1-2900-gdf79404cd8, Yosys 0.63+post, stock flow scripts
make -C /OpenROAD-flow-scripts/flow DESIGN_CONFIG=/design/flow/config.mk WORK_HOME=/design/flow/orfs finish
--- /design/flow/config.mk ---
export PLATFORM = sky130hd
export DESIGN_NAME = loproc_pc
export DESIGN_NICKNAME = loproc_pc
export VERILOG_FILES = /design/flow/design.v
export SDC_FILE = /design/flow/constraint.sdc
export NUM_CORES = 4
export LEC_CHECK = 1
export CORE_UTILIZATION = 30
--- /design/flow/constraint.sdc ---
current_design loproc_pc

set clk_period 8.9
set clk_io_pct 0.2

create_clock -name clk0 -period $clk_period [get_ports {clk}]

set non_clock_inputs [all_inputs -no_clocks]
set_input_delay [expr $clk_period * $clk_io_pct] -clock clk0 $non_clock_inputs
set_output_delay [expr $clk_period * $clk_io_pct] -clock clk0 [all_outputs]
--- /design/flow/design.v ---
`timescale 1ns / 1ps
`timescale 1ns / 1ps
module loproc_pc(
    input                                            clk,
    input                                            rst,
    input                                            load,
    input       [1:0]                                jump,
    input                                            interrupt,
    input       [32-1:0]             jmp_addr,
    input       [32-1:0]             interrupt_addr,
    output reg  [32-1:0]             next_instr_addr
    );
    localparam  JMP     = 2'h1;
    localparam  JMP_ADD = 2'h2;
    always @ (posedge clk or posedge rst) begin
        if (rst) begin
            next_instr_addr <= 32'h0;
        end else begin
            if(load) begin
                if(interrupt) begin
                    next_instr_addr <= interrupt_addr;
                end
                else if(jump==JMP) begin
                    next_instr_addr <= jmp_addr;
                end
                else if(jump==JMP_ADD) begin
                    next_instr_addr <= next_instr_addr + jmp_addr;
                end
                else begin
                    next_instr_addr <= next_instr_addr + 1'h1;
                end
            end
        end
    end
endmodule
==> results.ini <==
[die]
die_h_um = 112
chipArea_um2 = 12600
floorplanUtilization_pct = 31.4
die_w_um = 112
rows = 39
core_area_um2 = 11600
boundaryPins = 102

[cts]
cts_tree = done
clk_pin_slew_worst_paths_ns = 0.06
clkSinkCount = 32
cts_buffers = 5
cts_setup_buffers = 0
holdBufCountCts = 0
clock_latency_ns = 0.28
cts_resized = 0
clockBufferDepth = 2
htreeDepth = 2
cts_root_buf = clkbuf_16

[timing]
finalSetupTns_ns = 0
clock_skew_ns = 0.00909
fmax_mhz = 183
slew_headroom_pct = 57.4
finalCritPeriodShare_pct = 61.5
fin_crit_ns = 5.48
fin_ws_ns = 3.42
finalSetupViolations = 0
final_max_slew_viol_count = 0
rsz0062_at_grt = no
worstMarginPinSlew_ns = 0.637
hold_slack_ns = 0.526
hold_violations = 0

[logic_synthesis]
netlist_area_um2 = 3650
synth-async-reset-ratio_pct = 100
top_area_share_pct = 22.0
synth_stat.cells = 464
ys_types = 65
synth_area_per_cell_um2 = 7.86
synthCells = 464
yosys_register_bits = 32
top_area_cell = dfrtp_1
ys_chip_area_um2 = 3650
ys.warnings.count = 1
ys_seq_share_pct = 22.0
ff_type = dfrtp_1
ys_top_cells_by_area = dfrtp_1, ha_1, a21oi_1
edf_count = 0

[job]
warnings = 25
cap_violations = 0

[grt]
grt_pass1_vias = 3818
antenna_found_initial = 0
grt_max_degree = 38
overflow = 0
grt_usage_pct = 18.7
grt_pass1_wl_um = 19000

[place]
numPortBuffers = 101
dp_hpwl_um = 8090
place_congestion = 0.875
dp_slack_ns = 3.14

[cells_and_area]
syn2layout_area_growth_pct = 35.0
largest_registers = next_instr_addr (32)
lay_top_count = clkdlybuf4s50_1
drive_gt1_share_pct = 7.55
layout_top_cells = clkdlybuf4s50_1, nand2_1, a21oi_1, o21ai_0
top_register = next_instr_addr
largest_reg_flops = 32

[drt]
vias = 3754
drc_errors = 0
via_per_inst = 5.37
drt_wl_total_um = 11200
first_iter_violations = 186
ant_nets = 0
diodes = 0
wl_per_cell_um = 16.0
firstDrtPassIters = 16

[setup_path]
end_kind = flip-flop
max_stage_delay_ns = 0.64
crit_type = in2reg
crit_top_cell = a21oi_2
path_max_fanout = 31
crit_family = AND-OR/OR-AND gates
worst-path-buf-inv = 2
path_cells = clkdlybuf4s50_1 > nor2b_1 > buf_4 > nand2b_1 > ha_1 > fa_1 > a211o_2 > a21oi_2 > o22ai_2 > o41ai_4 > a21oi_2 > a2111oi_2 > xor2_1 > a21oi_1
start_kind = primary input
worstPathRequired_ns = 9.04
cp.arrival_ns = 5.62
critPathSlowestCell = clkdlybuf4s50_1

[power_and_ir_drop]
ir_drop_mv = 0.0735
p_leak_nw = 2.08
pwr_density_cell_nw_per_um2 = 136

[min_path]
hold_path_class = reg2reg

[outcome]
outcome = finished, final reports clean

-- area by class of cell --
type                       count  area, µm²
fill                        1144       6690
multi-input combinational    396       2680
timing repair buffer         109       1070
sequential                    32        801
tap                          143        179
clock buffer                   6        139
inverter                      11       41.3
clock inverter                 2       10.0
-- worst min-delay path, stage by stage (launching register included) --
cell     delay [ns]
dfrtp_1        0.37
nand2_1        0.06
o21ai_0        0.06
-- cells in the mapped netlist (all sizes together) (3+ instances only) --
| cell type | n |
|---|---|
| o22ai | 7 |
| nand4 | 3 |
| nand2 | 48 |
| or3 | 9 |
| o21a | 10 |
| a31o | 3 |
| a22o | 3 |
| nor3b | 3 |
| nor2b | 4 |
| o211ai | 15 |
| mux2i | 3 |
| nand3 | 9 |
| a31oi | 6 |
| a221o | 3 |
| o21bai | 3 |
| dfrtp | 32 |
| and2 | 32 |
| inv | 11 |
| nor3 | 4 |
| clkbuf | 20 |
| o21ai | 45 |
| nor2 | 20 |
| o31ai | 3 |
| ha | 31 |
| a211oi | 10 |
| and3 | 7 |
| a21oi | 48 |
| xnor2 | 11 |
| xor2 | 10 |
| buf | 4 |
| nand2b | 7 |
| a21o | 10 |
-- per-stage QoR --
step | instances | power (mW) | cell area [µm²] | util (%)
6_report | 699 | 0.672 | 4920 | 42.4
5_1_grt | 699 | 0.722 | 4920 | 42.4
4_1_cts | 699 | 0.679 | 4920 | 42.4
3_5_place_dp | 691 | 0.493 | 4770 | 41.1
3_3_place_gp | 691 | 0.491 | 4770 | 41.1
2_1_floorplan | 464 | 0.372 | 3650 | -
-- report_power, final --
group	total, mW	switching [mW]	internal, mW
Combinational	0.301	0.139	0.161
Clock	0.179	0.0685	0.110
Sequential	0.192	0.0239	0.169
-- cells by family (layout without fill, tap and decap cells) --
logic type               count (synthesis)  after routing  synth area share [%]
AND-OR/OR-AND                          186            186                  34.2
multiplexers                             5              5                  1.44
buffers and inverters                   36            128                  4.53
adder cells (fa/ha/maj)                 32             32                  11.2
XOR/XNOR                                21             21                  5.04
flip-flops                              32             32                  22.0
AND/OR/NAND/NOR                        152            152                  21.6
-- final timing paths --
check | startpoint | end | slack, ns | cells past startpoint
setup reg to reg | next_instr_addr[0] | next_instr_addr[24] | 5.72 | 10
min in group asynchronous | rst | next_instr_addr[3] | 1.91 | 3
hold / removal | next_instr_addr[4] | next_instr_addr[4] | 0.53 | 2
setup / recovery | jump[1] | next_instr_addr[24] | 3.42 | 14
hold reg to reg | next_instr_addr[4] | next_instr_addr[4] | 0.53 | 2
max in group asynchronous | rst | next_instr_addr[20] | 6.65 | 3
-- metal layers --
| metal | part of all wire, % | up-vias | GRT usage, % |
|---|---|---|---|
| li1 | - | 1906 | - |
| met1 | 48 | 1709 | 27.4 |
| met2 | 46 | 130 | 31.0 |
| met3 | 5.9 | 9 | 2.48 |
| met4 | 0.70 | 0 | 1.60 |
| met5 | 0 | - | 0 |
Power figures rest on the tool's default switching activity, not on a simulated workload.
